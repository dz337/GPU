$ cat flow/run.sh
#!/bin/bash
# OpenROAD 26Q1-2900-gdf79404cd8, Yosys 0.63+post, stock flow scripts
make -C /OpenROAD-flow-scripts/flow DESIGN_CONFIG=/design/flow/config.mk WORK_HOME=/design/flow/orfs finish
$ cat flow/config.mk
export PLATFORM = sky130hd
export DESIGN_NAME = gpu_mux_n
export DESIGN_NICKNAME = gpu_mux_n
export VERILOG_FILES = /design/flow/design.v
export SDC_FILE = /design/flow/constraint.sdc
export NUM_CORES = 4
export LEC_CHECK = 1
export CORE_AREA = 10 10 76 76
export DIE_AREA = 0 0 86 86
$ cat flow/design.v
module gpu_mux_n #(
    parameter int NUM_INPUTS = 4,
    parameter int DATA_WIDTH = 32
) (
    input logic [NUM_INPUTS-1:0][DATA_WIDTH-1:0] i_data_in,
    input logic [$clog2(NUM_INPUTS)-1:0] i_sel,
    output logic [DATA_WIDTH-1:0] o_data_out
);
    initial begin
      if ((NUM_INPUTS & (NUM_INPUTS - 1)) != 0 && NUM_INPUTS != 0) begin
          $fatal(1, "NUM_INPUTS must be a power of two");
      end
    end
    assign o_data_out = i_data_in[i_sel];
endmodule
$ cat flow/constraint.sdc
current_design gpu_mux_n

set clk_period 1.5
set clk_io_pct 0.2

create_clock -name clk0 -period $clk_period

set non_clock_inputs [all_inputs -no_clocks]
set_input_delay [expr $clk_period * $clk_io_pct] -clock clk0 $non_clock_inputs
set_output_delay [expr $clk_period * $clk_io_pct] -clock clk0 [all_outputs]
==> results.txt <==
Implementation progress

The flow ran to the end, and the final reports show no timing, DRC or antenna violations. The number of clock buffer instances in the layout stands at 0. The post-DP HPWL stands at 5.30 mm. The horizontal extent of the die stands at 86 um.

Per the detail_route report, routed wire per instance is 23.1 um. The via count of the first global-routing pass came to 1,369. Routing resource usage on met2 recorded by global route was 26.5%. The part of the cycle the worst path needs stands at 98.8%. The number of design-rule violations left by the first detailed-router iteration stands at 25. The flop count stands at 0. The slew at the pin closest to its max-slew limit stands at 158 ps. The worst hold margin stands at 1080 ps. The die footprint stands at 7400 um^2.

In this run the cell area of the synthesized design comes to 815 um^2. Counting the fill cells in the layout gives 420. STA classifies the critical path endpoint as an output pin. Nets still carrying antenna violations after routing amount to 0.

The tally of OpenROAD warnings stands at 34. In the synthesis report, Yosys lists the chip area as 815 um^2. Looking at the critical path, the single cell with the biggest stage delay is sky130_fd_sc_hd__mux4_2.

After synthesis, flip-flops and latches occupy 0% of the total area. Yosys reports that the leading cell type by area covers 82.9% of the netlist area. The most common logic cell in the final layout is sky130_fd_sc_hd__dlygate4sd2_1. OpenSTA, run right after detailed placement, puts the worst setup slack at -638 ps. The worst stage delay on the critical path stands at 480 ps. The global routing report lists met3 layer usage as 8.20%. The die height stands at 86 um. In this run the layout overhead on the synthesized area is reported as 179%. In the layout the commonest cells are 128 x sky130_fd_sc_hd__dlygate4sd2_1, 32 x sky130_fd_sc_hd__mux4_2, 32 x sky130_fd_sc_hd__buf_2. The number of maximum-capacitance constraint violations stands at 0. The maximum VDD drop stands at 0.0945 mV.

The number of slew-limit violations in the final report stands at 0. The critical path is of the input port to output pin type. According to the hold report, the worst path is of the input port to output pin type. The top achievable clock speed stands at 0.675 GHz. The number of warnings issued by yosys stands at 1.

The combinational gate area stands at 721 um^2. The synthesized instance count is 39. STA classifies the critical path startpoint as an input port. The report lists the cells along the critical path as buf_12 > buf_8 > mux4_2 > buf_2. The number of search-and-repair iterations in the first detailed-routing pass stands at 4.

In this run the most used layer during global routing was met2. For this run, the final setup violation count is recorded as 0. The number of I/O pins stands at 162. For met1 alone, demand over resource in global routing was 18.8%. The first-pass GRT wire length stands at 8.92 mm. For the worst setup path, the data arrival time is 1180 ps. The number of antenna violations at the first check in global routing stands at 4.

Averaged over all synthesized cells, the footprint is 20.9 um^2. The number of endpoints with negative hold slack in the final report stands at 0. Looking at the post-CTS report, the setup buffer insertion count equals 0. The fraction of the core area occupied by cells at floorplan stands at 19.8%. After detailed routing, the number of vias per cell comes to 4.54.

Per the synthesis report, the dominant area consumer among library cells is sky130_fd_sc_hd__mux4_2. During placement, the flow inserted port buffers numbering 162. The via count of the routed design stands at 1,168. The total area inside the core boundary comes to 4120 um^2. The maximum fanout count along the critical path stands at 6. According to the timing report, the data required time at the worst endpoint equals 1200 ps.

The remaining design rule violation count stands at 0. For this design the static power due to leakage is 1.10 nW. The sum of routed wire length over all layers stands at 5.94 mm. The netlist uses 5 different library cells. The global-route usage over all layers stands at 15.8%. The cell row count stands at 23.

The least setup slack across all paths after layout stands at 17.6 ps. The power density of the placed cells stands at 239 nW/um^2. Entering global routing, the biggest net connects 11 pins. The fraction of layout instances using a drive strength above 1 stands at 37.3%. The final critical delay including setup and external delays stands at 1480 ps. The sequential standard cell area stands at 0 um^2. The main area contributors are sky130_fd_sc_hd__mux4_2 83%, sky130_fd_sc_hd__buf_12 7.4%, sky130_fd_sc_hd__mux4_1 6.5%. The final weighted congestion of routability-driven global placement stands at 0.855.

The number of cell instances after yosys synthesis stands at 39. Setup repair after global routing could not meet its margin everywhere. Headroom to the max-slew limit came out at 89.5%. The total global routing overflow stands at 0.
-- critical path, delay by kind of cell --
| kind | cells | cell delay, ps |
|---|---|---|
| buffers and inverters | 3 | 400 |
| multiplexers | 1 | 480 |
-- per-stage QoR --
stage	area [um^2]	power [mW]	cells	setup TNS (ps)	util, %
floorplan	815	0.189	39	0	-
global placement	2480	0.716	251	-18080	60.4
detailed placement	2480	0.721	251	-18560	60.4
CTS	2250	0.551	254	0	54.8
global route	2260	0.590	254	-250	55.0
finish	2270	0.543	257	0	55.2
-- cells in the mapped netlist --
library cell             count
sky130_fd_sc_hd__buf_12      3
sky130_fd_sc_hd__mux4_2     30
sky130_fd_sc_hd__mux4_1      2
sky130_fd_sc_hd__buf_6       1
sky130_fd_sc_hd__buf_2       3
-- cells by family after synthesis --
| family | after synthesis | share of synthesized area, % |
|---|---|---|
| muxes | 32 | 89.4 |
| buffers and inverters | 7 | 10.6 |
-- where the power goes --
part	switching [mW]	leakage, nW	internal, mW
logic	0.138	1.10	0.404
clock network	0	0.0000190	0.000000268
registers	0	0	0
total	0.138	1.10	0.404
-- layout make-up --
cell class / count / share of cell area [%]
repair buffers: 172 / 65.2
multi-input cells: 32 / 31.8
well taps: 50 / 2.76
diodes: 3 / 0.331
-- layer usage --
layer,vias to the layer above,wire [um]
met1,541,2140
met4,4,3
met5,-,25
li1,540,-
met3,4,738
met2,79,3030
-- timing repair --
item / CTS / global route
gates resized: 245 / 2
hold buffers: 0 / 0
gates cloned: 3 / 0
endpoints found under the setup margin: 32 / 21
-- final timing paths --
| check | depth (start not counted) | to | slack, ps | from |
|---|---|---|---|---|
| hold / removal | 3 | o_data_out[27] | 1080 | i_data_in[91] |
| setup / recovery | 4 | o_data_out[23] | 20 | i_sel[0] |
No activity file was given, so power comes from the tool's default toggle rates.

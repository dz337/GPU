==> flow/design.v <==
module gpu_mmu #(
    parameter int ADDR_WIDTH = 32
) (
    input logic clk,
    input logic rst_n,
    input logic [ADDR_WIDTH-1:0] i_base_addr,
    input logic [ADDR_WIDTH-1:0] i_bound_addr,
    input logic i_valid,
    input logic [ADDR_WIDTH-1:0] i_virtual_addr,
    output logic o_valid,
    output logic [ADDR_WIDTH-1:0] o_physical_addr,
    output logic o_error
);
  logic [ADDR_WIDTH-1:0] base_reg, bound_reg;
  always_ff @(posedge clk or negedge rst_n) begin
    if (!rst_n) begin
      base_reg  <= '0;
      bound_reg <= '0;
    end else begin
      base_reg  <= i_base_addr;
      bound_reg <= i_bound_addr;
    end
  end
  assign o_physical_addr = base_reg + i_virtual_addr;
  assign o_error = (i_virtual_addr >= bound_reg);
  assign o_valid = i_valid & !o_error;
endmodule
==> flow/run.sh <==
#!/bin/bash
# OpenROAD 26Q1-2900-gdf79404cd8, Yosys 0.63+post, stock flow scripts
make -C /OpenROAD-flow-scripts/flow DESIGN_CONFIG=/design/flow/config.mk WORK_HOME=/design/flow/orfs finish
==> flow/config.mk <==
export PLATFORM = sky130hd
export DESIGN_NAME = gpu_mmu
export DESIGN_NICKNAME = gpu_mmu
export VERILOG_FILES = /design/flow/design.v
export SDC_FILE = /design/flow/constraint.sdc
export NUM_CORES = 4
export LEC_CHECK = 1
export CORE_UTILIZATION = 50
==> flow/constraint.sdc <==
current_design gpu_mmu

set clk_period 13.2
set clk_io_pct 0.2

create_clock -name clk0 -period $clk_period [get_ports {clk}]

set non_clock_inputs [all_inputs -no_clocks]
set_input_delay [expr $clk_period * $clk_io_pct] -clock clk0 $non_clock_inputs
set_output_delay [expr $clk_period * $clk_io_pct] -clock clk0 [all_outputs]
==> Slide: Implementation Results <==
Physical Implementation Snapshot

Run status
  – Status: completed

Power
  – PwrDens: roughly 100 nW/um^2
  – P_int: around 0.4 mW
  – Leakage: 2.68 nW
  – Combinational Power Share: 0.328
  – Maximum VDD drop: roughly 0.078 mV
  – Reg power frac: 0.369
  – Switching Share: 0.279
  – Clk network pwr share: 0.302
  – Net switching power: roughly 0.16 mW

STA
  – Fin crit share: 0.652
  – Fmax: between 0.1 and 0.15 GHz
  – Tmin final: 8600 ps
  – Final slew viol count: 0
  – Final hold violations: 0
  – RSZ-0062 raised after global routing: no
  – Rel. slew slack: 0.592
  – Setup-failing EPs final: 0
  – TNS Setup: 0 ps
  – Setup ws final: roughly 4600 ps
  – Slew @ Worst Pin: 612 ps
  – Hold WS: about 2300 ps

Logic synthesis
  – Syn Area/Cell: about 10 sq um
  – Ys cells: between 300 and 400
  – Syn Std Cell Area: roughly 4000 sq um
  – Seq share, synth: 0.393
  – Flops after synth: between 60 and 70
  – Distinct lib cells used: 45
  – Yosys chip area: ~4000 sq um
  – Synth Warn #: 1
  – Synth Instances: 397

Placed design
  – Pre-CTS WS: approximately 4600 ps
  – Port Buffers: between 100 and 150
  – Placed wire-length estimate: 7.24 mm
  – RD Place Congestion: ~0.9

Global route
  – First-pass GRT wire length: 15.1 mm
  – Largest net degree at the start of global routing: around 40
  – Initial antenna violation count: 0
  – Gr usage total: 0.230
  – Vias in the first global route: 3414
  – Remaining global-route overflow: 0

Cells and area
  – Layout fillers: 560
  – Logic area: approximately 2300 sq um
  – Sequential cell area: between 1500 and 2000 sq um
  – Commonest Layout Cell: clkdlybuf4s50_1
  – Share of cells above drive strength 1: 0.0630
  – Layout area overhead: 40.1%
  – Most numerous logic cells after layout: 131 x clkdlybuf4s50_1, 64 x dfrtp_1, 63 x ha_1, 42 x inv_1, 36 x a21oi_1

Run
  – OpenROAD warnings: 26
  – Max_cap viols: 0

Detailed routing
  – Detailed Route Iter0 Violations: roughly 110
  – First drt pass iteration count: 4
  – Diode count: 0
  – Antenna Nets Post-Route: 0
  – Via density: 5.26
  – Total Wirelength: between 8 and 9 mm
  – DRC: 0
  – WL per Instance: between 10 and 15 um
  – Via count: 3377

Floorplan
  – Site row count: 32
  – # IOs: around 130
  – Core area: between 7000 and 8000 sq um
  – Die height: roughly 92 um
  – Die ar.: 8510 sq um
  – Fp_density: 0.521
  – Die width: 92.2 um

Worst setup path
  – CP Data Arrival Time: 5960 ps
  – CP Max Fanout: 4
  – CP Launch Type: input pin
  – Setup CP Type: in -> out
  – Critical Path RT: about 11000 ps
  – CP endpoint kind: output pin

Clock network
  – Hold-fix buffers, CTS: 0
  – Root Buffer: clkbuf_8
  – Post-CTS Resized: 0
  – Clock sinks: roughly 64
  – Clock transition at path regs: around 70 ps
  – Setup Buffers After CTS: 0
  – CTS tree: built
  – H-tree Lvls: 3
  – Clock buffer depth: 2
  – Total clock buffers created by CTS: 9

Hold path
  – Min-delay worst type: in -> async
-- critical path, cell delays in order --
cell and delay (ps):
clkdlybuf4s50_1 430, ha_1 240, fa_1 410, a21o_1 200, a221oi_2 470, o21bai_4 150, a31oi_4 240, o21ai_4 100
a41oi_4 310, o41ai_2 100, xor2_1 170, clkdlybuf4s50_1 500
-- power by group through the flow --
stage | sequential (mW) | combinational, mW | clock [mW]
finish | 0.209 | 0.185 | 0.171
global route | 0.210 | 0.206 | 0.186
CTS | 0.209 | 0.187 | 0.178
-- per-layer routing --
metal / wire length (um) / track usage / up-vias
met5: 0 / 0 / -
li1: - / - / 1699
met3: 747 / 0.0557 / 7
met1: 3900 / 0.334 / 1539
met4: 82 / 0.0208 / 0
met2: 4110 / 0.377 / 132
-- area by class of cell --
class,instances,share of cell area
Multi-Input combinational cell,285,0.401
Sequential cell,64,0.281
Timing Repair Buffer,133,0.232
Inverter,42,0.0276
Clock buffer,10,0.0241
Tap cell,102,0.0224
Clock inverter,6,0.0118
-- synth_stat cells (all sizes together) --
master | number | share of area
nor3b | 1 | 0.0018
o31a | 1 | 0.0022
o22a | 1 | 0.0022
a31o | 1 | 0.0022
xnor2 | 21 | 0.045
nand4 | 13 | 0.020
nand3 | 7 | 0.0086
clkbuf | 6 | 0.0055
and3 | 2 | 0.0031
nor2b | 1 | 0.0015
nor2 | 21 | 0.019
nor3 | 3 | 0.0037
a31oi | 4 | 0.0098
o31ai | 1 | 0.0031
o311a | 1 | 0.0025
a41oi | 2 | 0.011
o21a | 1 | 0.0018
o211ai | 3 | 0.0068
o41ai | 2 | 0.0080
and2 | 1 | 0.0015
o21bai | 4 | 0.010
nand2 | 17 | 0.016
a211oi | 3 | 0.0055
nand2b | 3 | 0.0046
a21o | 30 | 0.055
fa | 1 | 0.0049
xor2 | 9 | 0.019
o21ai | 24 | 0.033
o21ba | 1 | 0.0025
nor4 | 1 | 0.0015
dfrtp | 64 | 0.39
ha | 63 | 0.19
a221oi | 4 | 0.013
inv | 42 | 0.039
a21oi | 37 | 0.046
o2bb2ai | 1 | 0.0022
-- worst paths after layout --
check,startpoint,to,slack (ps),cells after the start
max,i_virtual_addr[0],o_physical_addr[30],4600,12
max in group asynchronous,rst_n,base_reg[10]$_DFF_PN0_,10000,2
min,rst_n,bound_reg[14]$_DFF_PN0_,2310,1
min in group clk0,i_base_addr[24],base_reg[24]$_DFF_PN0_,2730,1
-- metrics by stage --
stage          power (mW)  instance area, sq um  cells   util
2_1_floorplan       0.300                  4070    397      -
3_3_place_gp        0.395                  5500    626  0.704
3_5_place_dp        0.398                  5500    626  0.704
4_1_cts             0.574                  5700    642  0.731
5_1_grt             0.601                  5700    642  0.731
6_report            0.565                  5700    642  0.731
-- logic make-up (layout without fill, tap and decap cells) --
family,Yosys count,after routing,synth area share
DFF,64,64,0.393
AOI/OAI and AO/OA,121,121,0.218
buffers and inverters,48,191,0.0443
xor gates and xnor gates,30,30,0.0646
adders and majority gates,64,64,0.199
and+or+nand+nor,70,70,0.0815
No activity file was given, so power comes from the tool's default toggle rates.

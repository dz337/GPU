File: ./design.v
module mmu #(
    parameter int ADDR_WIDTH = 32
) (
    input logic clk,
    input logic rst_n,
    input logic [ADDR_WIDTH-1:0] i_base_addr,
    input logic [ADDR_WIDTH-1:0] i_bound_addr,
    input logic i_valid,
    input logic [ADDR_WIDTH-1:0] i_virtual_addr,
    output logic o_valid,
    output logic [ADDR_WIDTH-1:0] o_physical_addr,
    output logic o_error
);
  logic [ADDR_WIDTH-1:0] base_reg, bound_reg;
  always_ff @(posedge clk or negedge rst_n) begin
    if (!rst_n) begin
      base_reg  <= '0;
      bound_reg <= '0;
    end else begin
      base_reg  <= i_base_addr;
      bound_reg <= i_bound_addr;
    end
  end
  assign o_physical_addr = base_reg + i_virtual_addr;
  assign o_error = (i_virtual_addr >= bound_reg);
  assign o_valid = i_valid & !o_error;
endmodule
File: ./run.sh
#!/bin/bash
# OpenROAD 26Q1-2900-gdf79404cd8, Yosys 0.63+post, stock flow scripts
make -C /OpenROAD-flow-scripts/flow DESIGN_CONFIG=/design/flow/config.mk WORK_HOME=/design/flow/orfs finish
File: ./config.mk
export PLATFORM = sky130hd
export DESIGN_NAME = mmu
export DESIGN_NICKNAME = mmu
export VERILOG_FILES = /design/flow/design.v
export SDC_FILE = /design/flow/constraint.sdc
export NUM_CORES = 4
export LEC_CHECK = 1
export CORE_UTILIZATION = 40
File: ./constraint.sdc
current_design mmu

set clk_period 13.2
set clk_io_pct 0.2

create_clock -name clk0 -period $clk_period [get_ports {clk}]

set non_clock_inputs [all_inputs -no_clocks]
set_input_delay [expr $clk_period * $clk_io_pct] -clock clk0 $non_clock_inputs
set_output_delay [expr $clk_period * $clk_io_pct] -clock clk0 [all_outputs]
==> results.txt <==
Latest figures from synthesis and place and route.

The multi-input gate area in the final layout is 0.00229 sq mm. For this design the static power due to leakage is 2.70 nW. STA classifies the critical path endpoint as a primary output.

Setup repair after global routing left no endpoint under its margin. The clock share of power is 32.3%. Hold is met by 2350 ps. The cell repeated most along the worst path is sky130_fd_sc_hd__clkdlybuf4s50_1. The count of fill cells added during filler insertion is 857. The CTS sink count is 64. The count of antenna diodes in the layout is 0. According to the I/O placement log, the pin count is 133.

STA lists the maximum fanout along the critical path as 4. The share of synthesized area occupied by flip-flops and latches is 39.3%. Looking at the clock tree report, the root buffer type is sky130_fd_sc_hd__clkbuf_8. Per the slew report, the remaining headroom to the max-slew limit stands at 51.5%. The report lists the number of standard-cell rows as 36. Each instance of the synthesized netlist takes up on average 10.3 sq um.

The worst endpoint required time is 10560 ps. The placement summary gives the final routability congestion estimate as 0.881. The maximum number of pins on one net before global-route repair is 35.

By instance count after routing, the leading logic cell type is sky130_fd_sc_hd__clkdlybuf4s50_1. Summing all flip-flop and latch instances after layout gives 0.00160 sq mm. In the final report, the number of endpoints failing setup comes to 0. Timing would allow up to 0.118 GHz.

The average routed wire per standard cell is 14.7 microns. Data on the critical path arrives at its endpoint at 5860 ps. According to the dpl log, the detail-placed design has an HPWL of 8070 microns. The power per standard cell area is 101 mW/mm^2. Before any placement, the netlist area is recorded as 0.00407 sq mm. Looking at the post-CTS report, the setup buffer insertion count equals 0. Looking at the clock tree report, the H-tree level count equals 3. IR analysis of the VDD net gives a maximum drop of 0.0000596 V. The maximum number of buffers from clock root to sink is 2. The library cells used most frequently in the layout, excluding fill and tap cells, are sky130_fd_sc_hd__clkdlybuf4s50_1 (131), sky130_fd_sc_hd__dfrtp_1 (64), sky130_fd_sc_hd__ha_1 (63), sky130_fd_sc_hd__inv_1 (42), sky130_fd_sc_hd__a21oi_1 (36). The DRC marker count from the first detailed-route iteration is 92.

The floorplan step records an initial core utilization of 41.5%. The number of nets with antenna violations after detailed routing is 0. After synthesis, the design contains 397 cells according to Yosys.

Per the synth log, the flip-flop and latch total comes to 64. The predominant post-synthesis flop cell is sky130_fd_sc_hd__dfrtp_1. The type recorded for the worst min-delay path is in2async. Yosys mapped a number of flops with a built-in enable equal to 0. The width of the chip is 103 microns. The synthesized chip area reported by yosys is 0.00407 sq mm. Buffers inserted to repair hold after CTS numbered 0.

Warnings reported by Yosys during synthesis add up to 1. The cell type of the slowest stage on the worst timing path is sky130_fd_sc_hd__clkdlybuf4s50_1. The routed layout has 3350 vias.

The run finished with clean final reports. The placement report lists the number of port buffers as 132. The worst setup path is launched from a primary input.

The switching component of the power is 0.000163 W. The first TritonRoute pass finished after 5 iterations. The transition at the pin with the smallest max-transition slack is 727 ps. The relative area change from synthesis to final layout is 41.5%. The register share of total power is 35.7%. The number of hold-slack violations in the final timing report is 0. In the routed layout, each cell is associated on average with a via count of 4.98. The number of antenna violations at the first check in global routing is 0. Per the OpenROAD floorplan log, the area of the core is 0.00982 sq mm. The number of distinct standard cells referenced by the synthesized netlist is 45. The internal power summed over all cells is 0.000421 W. The number of pins with negative max-slew slack in the final report is 0. For this run, the share of the core covered by cells in the final layout is 58.6%.

In this run the vertical extent of the chip is 103 microns. The clock period minus final worst setup slack is 8500 ps. The via count of the first global-routing pass is 3300. The chip occupies 0.0106 sq mm. Warnings raised by the tools during the run amount to 25.

After clock tree synthesis, the clock-pin slew on the worst setup and hold paths is 70 ps. The TritonCTS buffer count is 9. The aggregate routed wire length is 9890 microns. The largest single stage delay on the critical path is 470 ps. The post-route netlist has 6.30% of its cells at a drive strength greater than 1. The signal on the critical path passes through clkdlybuf4s50_1, ha_1, fa_1, a21o_1, a221oi_2, o21bai_4, a31oi_4, o21ai_4, a41oi_4, o21ai_2, xnor2_1, clkdlybuf4s50_1. The aggregate global routing overflow is 0.

The global-route usage over all layers is 19.9%. The setup TNS after final layout is 0 ps. The final period utilization is 64.4%.

The switching portion of total power comes to 27.9%. The clock tree from TritonCTS is done. The max-cap check violation count is 0. The share of power burned in combinational logic is 32.0%. The synthesis report gives the async set-or-reset register share as 100%.

The global-route wire length before repair is 15800 microns. The kind of critical path is in2out. The script parses the final routing iteration and logs DRC violations as 0. The gate count after technology mapping is 397. Gates resized during post-CTS repair numbered 0.
-- through the flow --
stage	area, sq um	instances	setup WS (ps)	total power, W
finish	5760	673	4700	0.000584
global route	5760	673	4480	0.000623
CTS	5760	673	4690	0.000594
detailed placement	5540	657	4700	0.000400
global placement	5540	657	4720	0.000400
floorplan	4070	397	5840	0.000300
-- metal layers --
layer  part of all wire (%)  global-route usage (%)  wire length, microns  vias to the layer above
met3                    5.6                    3.58                   550                        9
met2                     44                    30.6                  4330                      105
met5                      0                       0                     0                        -
met4                    1.2                    1.63                   116                        0
li1                       -                       -                     -                     1695
met1                     49                    31.2                  4890                     1541
-- cell usage after synthesis (2+ instances only) --
cell type	count	area, sq um
sky130_fd_sc_hd__xor2_1	9	78.8
sky130_fd_sc_hd__a21o_1	30	225
sky130_fd_sc_hd__dfrtp_1	64	1600
sky130_fd_sc_hd__a21oi_1	36	180
sky130_fd_sc_hd__o211ai_1	2	15.0
sky130_fd_sc_hd__o21ai_1	3	15.0
sky130_fd_sc_hd__inv_1	42	158
sky130_fd_sc_hd__nand4_1	13	81.3
sky130_fd_sc_hd__a211oi_1	3	22.5
sky130_fd_sc_hd__nand2_1	17	63.8
sky130_fd_sc_hd__o21ai_0	19	95.1
sky130_fd_sc_hd__nor3_1	3	15.0
sky130_fd_sc_hd__nand3_1	7	35.0
sky130_fd_sc_hd__nand2b_1	3	18.8
sky130_fd_sc_hd__xnor2_1	21	184
sky130_fd_sc_hd__a221oi_2	3	45.0
sky130_fd_sc_hd__o41ai_2	2	32.5
sky130_fd_sc_hd__and3_1	2	12.5
sky130_fd_sc_hd__ha_1	63	788
sky130_fd_sc_hd__a31oi_1	3	18.8
sky130_fd_sc_hd__clkbuf_1	6	22.5
sky130_fd_sc_hd__nor2_1	21	78.8
sky130_fd_sc_hd__o21bai_1	3	22.5
-- power by group through the flow --
stage	sequential, W	combinational, W	clock (W)
after CTS	0.000209	0.000189	0.000196
after global routing	0.000210	0.000207	0.000205
final	0.000209	0.000187	0.000189
-- worst max-delay path: cells and delay by family --
family | cells | cell delay (ps)
buf+inv | 2 | 890
compound gates | 7 | 1550
xor+xnor | 1 | 150
fa+ha+maj | 2 | 640
-- kinds of logic after synthesis --
group                      count (synthesis)  synth area share (%)
DFF                                       64                  39.3
and+or+nand+nor                           70                  8.15
xor gates and xnor gates                  30                  6.46
adders and majority gates                 64                  19.9
buffers and inverters                     48                  4.43
AOI/OAI and AO/OA                        121                  21.8
-- path summary, 6_finish.rpt --
kind	to	slack, ps	start
max in group asynchronous	base_reg[9]	9960	rst_n
min	bound_reg[14]	2350	rst_n
max	o_physical_addr[26]	4700	i_virtual_addr[0]
min in group clk0	bound_reg[5]	2720	i_bound_addr[5]
-- layout make-up --
type | instances | area share [%]
Inverter | 42 | 2.74
Clock buffer | 9 | 2.15
Timing Repair Buffer | 133 | 23.0
Multi-Input combinational cell | 285 | 39.7
Sequential cell | 64 | 27.8
Clock inverter | 7 | 1.67
Tap cell | 133 | 2.89
Power figures rest on the tool's default switching activity, not on a simulated workload.
